`design.v`:
```
module MemoryController(
    input logic [1:0] operandRegister1,
    input logic [1:0] operandRegister2,
    input logic [1:0] LUTRegtoRegAddress,
    input logic regToReg,
    input logic regToMem,
    input logic memToReg,
    input logic LUTtoReg,
    input logic [7:0] reg1Data,
    input logic [7:0] reg2Data,
    input logic [7:0] ALUdata,
    input logic [7:0] memData,
    input logic [7:0] LUTdata,
    output logic [1:0] regAddress,
    output logic [7:0] memAddress,
    output logic regWrite,
    output logic memWrite,
    output logic [7:0] writeMemData,
    output logic [7:0] writeRegData
);
always_comb begin
    regAddress = 2'b00;
    memAddress = 8'b0;
    regWrite = 1'b0;
    memWrite = 1'b0;
    writeMemData = 8'b0;
    writeRegData = 8'b0;
    if (regToReg) begin
        writeRegData = ALUdata;
        regAddress = operandRegister1;  
        regWrite = 1'b1;
    end
    else if (regToMem) begin  
        memAddress = reg1Data;
        writeMemData = reg2Data;
        memWrite = 1'b1;
    end
    else if (memToReg) begin  
        memAddress = reg2Data;
        writeRegData = memData;
        regWrite = 1'b1;
    end
    else if (LUTtoReg) begin  
        regAddress = LUTRegtoRegAddress;
        writeRegData = LUTdata;
        regWrite = 1'b1;
    end
    else begin
    end
end
endmodule
```
`run.sh`:
```
#!/bin/bash
# OpenROAD 26Q1-2900-gdf79404cd8, Yosys 0.63+post, stock flow scripts
make -C /OpenROAD-flow-scripts/flow DESIGN_CONFIG=/design/flow/config.mk WORK_HOME=/design/flow/orfs finish
```
`config.mk`:
```
export PLATFORM = sky130hd
export DESIGN_NAME = MemoryController
export DESIGN_NICKNAME = MemoryController
export VERILOG_FILES = /design/flow/design.v
export SDC_FILE = /design/flow/constraint.sdc
export NUM_CORES = 4
export LEC_CHECK = 1
export CORE_AREA = 10 10 70 70
export DIE_AREA = 0 0 80 80
```
`constraint.sdc`:
```
current_design MemoryController

set clk_period 3.1
set clk_io_pct 0.2

create_clock -name clk0 -period $clk_period

set non_clock_inputs [all_inputs -no_clocks]
set_input_delay [expr $clk_period * $clk_io_pct] -clock clk0 $non_clock_inputs
set_output_delay [expr $clk_period * $clk_io_pct] -clock clk0 [all_outputs]
```
==> qor.txt <==
Dominant comb cell: AND-OR/OR-AND gates
Antenna Cells: 0
Most frequent cells in the layout: 76 x clkdlybuf4s50_1, 13 x and2_1, 9 x a22o_1, 8 x a221o_1
Largest area contributor in the netlist: and2_1
DRC viols: 0
Most frequent logic cell in the layout: clkdlybuf4s50_1
CP max stage delay: 0.55 ns
Port-buffer cells: 76
Power Dens Cells: 117.8 nW/µm²
Final min period: 2.916 ns
Post-layout period usage: 94.06%
Seq share, synth: 0%
Rows: 21
Peak VDD IR: 0.04869 mV
Cell count listed in synth_stat.txt: 45
CORE AREA: 3416 µm²
Layout clock buffers: 0
Syn avg cell area: 8.202 µm²
Cts repair resizes: 0
Global-route wire length before repair: 3663 µm
Arrival time of the worst setup path: 2.30 ns
Gpl congestion: 0.8282
Tightest Hold Check Type: in -> out
DRT Pass-1 Iters: 2
XOR-XNOR Cells, Area Fraction: 0%
Synth warn: 1
And+or+nand+nor area frac: 44.41%
Setup TNS: 0 ns
Yosys cell types: 15
Vias in the first global route: 755
Power Total: 0.0001409 W
Worst-path fanout max: 10
Syn-to-layout area delta: 224.1%
CP endpoint kind: output port
Mux cell area share: 0%
Io pins: 78
Final WL: 2337 µm
Setup bufs post-CTS: 0
Final setup fails: 0
Worst slew pin tran: 0.3054 ns
Log Warnings: 34
Synthesized cell area: 369.1 µm²
Mapped Cells: 45
CP Cell Sequence: clkdlybuf4s50_1 > nor4b_4 > buf_4 > a221o_1 > clkdlybuf4s50_1
Startpoint types: input pin
Dominant cell area share: 22.03%
Crit path buf inv count: 3
Final ANT Viol Nets: 0
Unrepaired setup endpoints after global routing: false
Most used cell, CP: clkdlybuf4s50_1
Avg WL per Cell: 13.99 µm
Total number of vias: 688
Status: completed
Max-slew violation count: 0
DRT iter0 DRCs: 7
CP required: 2.48 ns
Die area: 6400 µm²
Yosys aoi share: 46.44%
Final Hold Fails: 0
Largest net degree at the start of global routing: 17
Top cells by area: and2_1 22%, a221o_1 22%, a22o_1 21%
Critical path class: in -> out
Crit-path leading delay family: buffers and inverters
Initial antenna violation count: 0
FFs & Latches: 0
GRT overflow: 0
Total GRT Usage: 6.927%
Max_cap viols: 0
Die height: 80 µm
Yosys synthesis chip area: 369.1 µm²
F_max: 342.9 MHz
Adder-Cell Fraction of Synth Area: 0%
Leakage: 0.4395 nW
Slowest stage cell, crit path: clkdlybuf4s50_1
Hold Buf Count CTS: 0
Vias/cell: 4.120
Die Span X: 80 µm
Share of layout cells above drive strength 1: 4.959%
Core Util at FP: 10.81%
Relative slew slack: 79.58%
Register area: 0 µm²
-- kinds of logic after synthesis --
family                 after synthesis
AOI/OAI and AO/OA                   19
buffers and inverters                4
and+or+nand+nor                     22
-- layer usage --
layer / share of wire (%) / GRT usage [%] / wire (µm) / up-vias
met5: 0 / 0 / 0 / -
met4: 0 / 0 / 0 / 0
met3: 23 / 6.250 / 531 / 0
met2: 35 / 10.51 / 826 / 67
met1: 42 / 7.515 / 980 / 287
li1: - / - / - / 334
-- area by class of cell --
cell class | count | area [µm²]
tap | 46 | 57.56
timing repair buffer | 80 | 803.3
fill | 365 | 2220
multi-input combinational | 41 | 335.3
-- metrics by stage --
| step | cells | instance area [µm²] | worst slack, ns | hold slack [ns] | util (%) |
|---|---|---|---|---|---|
| finish | 167 | 1196 | 0.1841 | 2.158 | 35.02 |
| global route | 167 | 1196 | 0.07353 | 2.198 | 35.02 |
| CTS | 167 | 1196 | 0.1569 | 2.170 | 35.02 |
| detailed placement | 167 | 1196 | 0.1566 | 2.166 | 35.02 |
| global placement | 167 | 1196 | 0.1443 | 2.170 | 35.02 |
| floorplan | 45 | 369.1 | 1.238 | 1.274 | - |
-- report_power, final --
group | total, W | switching (W) | internal, W
logic | 0.000141 | 0.0000318 | 0.000109
registers | 0 | 0 | 0
clock network | 0 | 0 | 0
total | 0.000141 | 0.0000318 | 0.000109
-- worst paths after layout --
check,from,end,slack [ns],depth (start not counted)
setup / recovery,regToReg,writeRegData[3],0.18,5
hold / removal,reg1Data[7],memAddress[7],2.16,4
-- Yosys cell counts --
cell type  number
clkbuf_1        1
buf_6           2
and2_0          3
o21bai_1        1
nor3b_4         1
nor4b_4         1
nor2b_1         1
nand3b_1        1
a21oi_1         1
buf_4           1
nor2_1          1
and2_1         13
a22o_1          9
nand2_1         1
a221o_1         8
Power figures rest on the tool's default switching activity, not on a simulated workload.
