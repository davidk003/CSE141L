--- flow/design.v ---
module data_mem #(parameter AW=8)(
  input              clk,                 
  input    [AW-1:0]  DataAddress,		  
  input              ReadMem,			  
  input              WriteMem,			  
  input       [7:0]  DataIn,			  
  output logic[7:0] DataOut);			  
  logic [7:0] mem_core [2**AW]; 		  
  always_comb							  
    if(ReadMem) begin
      DataOut = mem_core[DataAddress];
    end else 
      DataOut = 16'bZ;			          
  always_ff @ (posedge clk)	              
    if(WriteMem) begin
      mem_core[DataAddress] <= DataIn;
    end
endmodule
--- flow/run.sh ---
#!/bin/bash
# OpenROAD 26Q1-2900-gdf79404cd8, Yosys 0.63+post, stock flow scripts
make -C /OpenROAD-flow-scripts/flow DESIGN_CONFIG=/design/flow/config.mk WORK_HOME=/design/flow/orfs finish
--- flow/config.mk ---
export PLATFORM = sky130hd
export DESIGN_NAME = data_mem
export DESIGN_NICKNAME = data_mem
export VERILOG_FILES = /design/flow/design.v
export SDC_FILE = /design/flow/constraint.sdc
export NUM_CORES = 4
export LEC_CHECK = 1
export CORE_UTILIZATION = 30
--- flow/constraint.sdc ---
current_design data_mem

set clk_period 21.8
set clk_io_pct 0.2

create_clock -name clk0 -period $clk_period [get_ports {clk}]

set non_clock_inputs [all_inputs -no_clocks]
set_input_delay [expr $clk_period * $clk_io_pct] -clock clk0 $non_clock_inputs
set_output_delay [expr $clk_period * $clk_io_pct] -clock clk0 [all_outputs]
==> summary.txt <==
Latest figures from synthesis and place and route.

In this run the post-CTS setup repair buffer count came out at 0. The wire length of the first global-routing pass is roughly 270000 um. The number of buffers created by CTS is a little over 200. The synthesized netlist handed to floorplanning was reported with a cell count of about 3500. The count of nets left with antenna violations once routing finished came out at 0. The placed instance count is 6895. Before antenna repair, the detailed router went through 5 iterations. STA classifies the critical path endpoint as an output port. On the worst path, the slowest cell contributes a delay of a little under 0.9 ns.

Per the GRT congestion report, total overflow comes to 0. The fraction of layout cells with a size suffix above 1 is approximately a quarter. The average cell area after synthesis is 22.1 um2. The final layout report lists a filler cell count of 23743. The final core utilization is between 30% and 40%.

Traced cell by cell, the critical path runs through buf_8 -> buf_4 -> buf_4 -> buf_4 -> buf_4 -> mux4_2 -> a22oi_1 -> a21oi_1 -> o41ai_1 -> nand4_1 -> clkdlybuf4s50_1. The tightest slew margin relative to the limit is about 24%. The critical path is of the input pin to output port type. TritonCTS built the clock tree.

The fraction of the core area occupied by cells at floorplan is around 30%. Setup repair after global routing left no endpoint under its margin. The count of warnings emitted by yosys is 2. Per the OpenROAD floorplan log, the area of the die is ~0.26 mm2.

The highest-count logic cell in the final layout is edfxtp_1. VDD sags by at most 85.6 uV. The achievable frequency is about 67 MHz. For this run, the chip area from Yosys synthesis comes to 0.0783 mm2. Per the synth log, the flip-flop and latch total comes to 2048.

The number of global-route vias before repair came to 40500. Counting flops per register, the top entry is mem_core. The critical path's slowest stage uses the library cell o41ai_1. The hold buffer count at CTS is 0.

The capture point of the critical path was reported as DataOut[5]. The vertical die dimension reported for this design is 513 um. The critical path contains buffers and inverters numbering 6 combined. Per the synthesis report, the dominant area consumer among library cells is edfxtp_1.

The cell area after synthesis is around 0.078 mm2. The final critical path takes up around 70% of the cycle. CTS built an H-tree with a depth of 4. The kind of cell adding the most delay to the critical path is buffers and inverters. The via count is 36512. The die outline width is 513 um. The total power density per cell area is roughly 89 mW/mm2. Summed over all failing endpoints, the final setup total negative slack is 0 ns.

The number of clock sinks is about 2000. The run finished with clean final reports. The wire-length estimate of the detail-placed layout is around 110000 um.

The worst setup path is launched from an input pin. Per the synthesis report, the single largest cell type by area occupies about 79% of cell area. The initial antenna violation count is 9. The number of design-rule violations left by the first detailed-router iteration is 2418. The post-layout total power is 7.92 mW. The largest net degree at the start of global routing is 94. Pins over their slew limit in the final report were tallied at 0. The instance count on the critical path is 11.

At the worst endpoint, the arrival time is about 10 ns. For this design, Yosys synthesis ends with a cell count of around 3500. The routed design shows a via density per instance of between 5 and 6. The cell chosen for the clock root is clkbuf_16. The top fanout value on the critical path is approximately 40. The final hold violation count is 0. The number of core rows is around 190. The maximum clock insertion buffer count is 3. Compared with the post-synthesis result, the final layout area differs by 13.9%. Global routing used 15.2% of the available tracks across all layers.

The part of the Yosys area used for sequential elements is ~79%. The count of cells along the worst hold path is 1. In this run, distinct cell masters in the synthesized netlist total 21. In the post-route report, total wirelength is listed as roughly 180000 um. The required time at the worst-slack endpoint is ~17 ns.

The count of buffers inserted at the top-level ports is 25. The core area is 0.260 mm2. Across the run, the number of max-cap violations was 0. The stage logs contain a warning count of 27. The CTS clock-pin slew for the worst setup and hold paths is approximately 0.060 ns. The script parses the final routing iteration and logs DRC violations as 0. The launch point of the critical path was reported as DataAddress[0].

After synthesis, the cell types taking the most area are edfxtp_1 79%, mux4_2 15%, a22oi_1 2.5%, nor2_1 1.1%, a21oi_1 0.82%. The smallest clock period supported by the final layout is computed as between 10 and 15 ns. TritonRoute output was used to compute an average wire per cell of roughly 25 um. The floorplan report gives the top-level pin count as 27. Excluding fillers, the count of instances in the completed layout stands at 7269. The leakage dissipation is about 26 nW. The path class of the lowest-slack min-delay path is input pin to flip-flop. The final setup violation count is 0.

The number of gates given a new drive strength after cts is 0. The flip-flop count of the largest register, all copies and words added is 2048. For the pin with the worst max-slew slack, the measured transition is between 1 and 1.5 ns. The most prevalent standard cell on the critical path is buf_4. The registers reported with the highest flop counts are mem_core: 2048 flops. The weighted congestion reported at the end of routability-driven placement is about 0.87. By instance count after routing, the leading logic cell types are 2048 x edfxtp_1, 512 x mux4_2, 256 x a22oi_1, 231 x nor2_1, 204 x clkbuf_16.
## where the power goes
part / internal (mW) / switching (mW) / leakage (nW)
clock network: 1.77 / 1.45 / 2.96
logic: 0.124 / 0.235 / 5.08
registers: 4.34 / 0.00167 / 18.4
## cell type report
cell class              count  area, um2  area share [%]
inverters                   1       3.75         0.00421
diodes                      9       22.5          0.0252
repair buffers            186       1510            1.69
clock buffers             268       5350            5.99
clock inverters            97        783           0.878
well taps                3402       4260            4.77
flip-flops and latches   2048      61500            68.9
multi-input cells        1258      15800            17.7
## cell usage after synthesis
library cell  instances
buf_1                19
mux4_2              512
edfxtp_1           2048
buf_6                16
a22oi_1             256
inv_1                 1
nand3_1              13
nand4_1               8
or3_1                 1
nor3_1               30
o41ai_1              32
nand2_1              28
buf_4                16
or2_2                 2
a21oi_1             128
buf_2                36
clkbuf_1            145
nor2b_1               7
nand2b_1              6
and2_1                3
nor2_1              232
## logic make-up after synthesis
logic type	synth area share, %
compound gates	3.63
simple gates	1.74
buf+inv	1.40
flops	78.5
mux	14.7
## per-layer routing
layer	vias to the layer above	global-route usage, %	routed length, um
met5	-	0.292	171
met4	14	3.53	5090
met3	297	11.2	28700
met2	1960	23.4	89800
met1	18846	16.9	61000
li1	15395	-	-
## through the flow
stage / hold WS, ns / area (um2) / setup WS [ns]
2_1_floorplan: 4.46 / 78300 / 11.34
3_3_place_gp: 4.79 / 83100 / 6.90
3_5_place_dp: 4.80 / 83100 / 6.86
4_1_cts: 3.89 / 89200 / 6.86
5_1_grt: 3.92 / 89200 / 6.58
6_report: 3.92 / 89200 / 6.95
## worst min-delay path by stage
| stage | from | end | slack, ns |
|---|---|---|---|
| 6_report | DataIn[5] | mem_core[94][5] | 3.92 |
| 4_1_cts | DataIn[5] | mem_core[94][5] | 3.89 |
| 5_1_grt | DataIn[5] | mem_core[93][5] | 3.92 |
No activity file was given, so power comes from the tool's default toggle rates.
